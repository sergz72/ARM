File: design/flow/config.mk
export PLATFORM = sky130hd
export DESIGN_NAME = blink
export DESIGN_NICKNAME = blink
export VERILOG_FILES = /design/flow/design.v
export SDC_FILE = /design/flow/constraint.sdc
export NUM_CORES = 4
export LEC_CHECK = 1
export CORE_AREA = 10 10 90 90
export DIE_AREA = 0 0 100 100
File: design/flow/run.sh
#!/bin/bash
# OpenROAD 26Q1-2900-gdf79404cd8, Yosys 0.63+post, stock flow scripts
make -C /OpenROAD-flow-scripts/flow DESIGN_CONFIG=/design/flow/config.mk WORK_HOME=/design/flow/orfs finish
File: design/flow/constraint.sdc
current_design blink

set clk_period 4.3
set clk_io_pct 0.2

create_clock -name clk0 -period $clk_period [get_ports {clk}]

set non_clock_inputs [all_inputs -no_clocks]
set_input_delay [expr $clk_period * $clk_io_pct] -clock clk0 $non_clock_inputs
set_output_delay [expr $clk_period * $clk_io_pct] -clock clk0 [all_outputs]
File: design/flow/design.v
module blink
(
	input wire clk,
	output wire led
);
	reg [26:0] counter = 0;
	assign led = counter[24];
	always @(posedge clk) begin
		counter <= counter + 1;
	end
endmodule
==> run_results.csv <==
group,metric,value,unit
outcome,status,"finished clean",
placed_design,placed_area,1092,um2
final_timing,setup_viol,0,
power_and_ir_drop,power.density,321.7,nW/um2
setup_path,cp_cell_sequence,"clkdlybuf4s50_1",
floorplanning,core,6277,um2
grt,grt.total_usage,2.883,%
clock_network,clk_pin_slew,0.08,ns
grt,grt_pass1_wl,2539,um
setup_path,crit_fanout,2,
synthesis,ys_sh_xor,20.28,%
final_timing,fin_skew,0.002181,ns
clock_network,cts_tree,"done",
grt,overflow,0,
clock_network,ctsHtreeMaxLevel,1,
cells_and_area,final_cell_area,1137,um2
synthesis,syn-cell-area,993.5,um2
synthesis,ys_sh_mux,0,%
cells_and_area,fillers,680,
floorplanning,die_width,100,um
drt,vias_per_cell,3.500,
floorplanning,fp_util,15.83,%
min_path,hold_start,"counter[0]",
synthesis,yosysWarnings,1,
setup_path,end_kind,"primary output",
floorplanning,pin_count,2,
final_timing,slew_headroom,80.85,%
drt,routed_wl,1352,um
clock_network,clock-sinks,25,
final_timing,fin_crit_sh,44.88,%
placed_design,io_buffers,1,
drt,routedWlPerCell,7.770,um
final_timing,fmax,0.5181,GHz
grt,grt_pass1_vias,612,
min_path,hold_depth,1,
grt,grt_max_degree,14,
synthesis,ys_sh_adder,1.259,%
min_path,min_path_type,"reg2reg",
final_timing,setup_ws,2.370,ns
synthesis,ys_cells,93,
drt,drt-initial-drc-count,28,
clock_network,clockBufferDepth,2,
cells_and_area,drive_gt1_share,11.34,%
cells_and_area,largest_register,"counter",
clock_network,cts_resized,0,
synthesis,simple_gate_area_share,26.20,%
setup_path,slowest_stage,"clkdlybuf4s50_1",
clock_network,postCtsSetupBuffers,0,
final_timing,hold_violations,0,
drt,diodes,0,
placed_design,dp_hpwl,937.4,um
synthesis,syn_inst,93,
setup_path,worst-setup-path-type,"reg2out",
power_and_ir_drop,peakVddDrop,0.0002181,V
setup_path,worstPathArrival,1.07,ns
synthesis,ys.flops,25,
setup_path,r2r_end,"counter[17]",
grt,antenna_found_initial,0,
clock_network,cts-root-buf,"clkbuf_8",
final_timing,period_needed,1.930,ns
synthesis,synthDistinctLibCells,20,
setup_path,start_kind,"flip-flop",
cells_and_area,syn_to_final_growth,14.48,%
final_timing,rsz0062_at_grt,"false",
setup_path,cp.required,3.44,ns
setup_path,r2r_cells,4,
clock_network,hold_buffers,0,
synthesis,yosys.area_share.aoi,0,%
floorplanning,dieArea,10000,um2
drt,drc_errors,0,
synthesis,syn_area_per_cell,10.68,um2
flow_run,warning_count,25,
setup_path,slowest_delay,0.46,ns
synthesis,synth_chip_area,993.5,um2
placed_design,gp_congestion,0.7725,
min_path,holdPathEnd,"counter[0]",
drt,drtPass1Iterations,4,
final_timing,drv_slew,0,
placed_design,place_worst_setup_slack,2.648,ns
power_and_ir_drop,p_leak,0.4433,nW
clock_network,cts_buffers,3,
cells_and_area,reg_top3,"counter x25",
drt,ant_nets,0,
synthesis,postSynthSeqShare,50.38,%
setup_path,reg2reg_from,"counter[2]",
floorplanning,row_count,29,
final_timing,tightest_slew,0.2869,ns
clock_network,clk_latency,0.26,ns
cells_and_area,largest_reg_flops,25,
cells_and_area,post-route-util,18.12,%
drt,vias,609,
power_and_ir_drop,finalPower,365.9,uW
floorplanning,dieHeight,100,um
final_timing,setup-tns-final,0,ns
setup_path,r2r_setup_slack,2.91,ns
setup_path,cp_top_family,"buffers and inverters",
setup_path,crit_buf_inv,1,
flow_run,drv_cap,0,
synthesis,synth.comb.largest_family,"simple AND/OR/NAND/NOR gates",
[worst register-to-register path, cell delays in order, from the launching register on]
cell and delay [ns]:
dfxtp_1 0.49, and3_1 0.26, nand3_1 0.19, nor3_1 0.23, xor2_1 0.16
[routing by layer]
metal | wire length, um | global-route usage [%]
met1 | 713 | 3.808
met2 | 579 | 4.629
met3 | 58 | 1.110
met4 | 0 | 0.1087
met5 | 0 | 0
[cells in the final DEF (no fill, tap or decap), types with 2 or more instances in the layout]
master     n
nand2_1    6
inv_1      3
xor2_1    13
nor4_2     2
clkbuf_8   3
and3_1     3
and3_2     2
dfxtp_1   25
nor2_1     2
nor3_1     8
nand3_1   10
xnor2_1   10
[synthesized netlist by cell type, drive strengths merged]
| master | number | area (um2) |
|---|---|---|
| and2 | 1 | 6.260 |
| and3 | 5 | 33.78 |
| and4 | 3 | 30.03 |
| buf | 1 | 7.510 |
| dfxtp | 25 | 500.5 |
| ha | 1 | 12.51 |
| inv | 3 | 11.26 |
| nand2 | 6 | 22.52 |
| nand3 | 11 | 67.57 |
| nand4 | 2 | 27.53 |
| nor2 | 2 | 7.510 |
| nor3 | 8 | 40.04 |
| nor4 | 2 | 25.02 |
| xnor2 | 10 | 87.58 |
| xor2 | 13 | 113.9 |
[through the flow]
stage / cells / hold WS (ns)
after floorplan: 93 / 0.3791
after global placement: 170 / 0.3926
after detailed placement: 170 / 0.3958
after CTS: 174 / 0.4174
after global routing: 174 / 0.4264
final: 174 / 0.4116
[logic make-up after synthesis]
family	Yosys count
xor gates and xnor gates	23
adders and majority gates	1
buffers and inverters	4
DFF	25
and+or+nand+nor	40
[where the power goes]
part	switching (mW)	internal, mW
logic	0	0
clock network	0.0686	0.0661
registers	0	0.231
[worst max path at each step]
stage / startpoint / end / slack (ns) / depth (start not counted)
after global routing: counter[24] / led / 2.31 / 1
after CTS: counter[24] / led / 2.35 / 1
final: counter[24] / led / 2.37 / 1
[final cells by class]
type / count / area, um2 / share of cell area (%)
flip-flops and latches: 25 / 500.5 / 44.00
multi-input cells: 64 / 474.2 / 41.69
well taps: 77 / 96.34 / 8.471
clock buffers: 4 / 45.04 / 3.960
inverters: 3 / 11.26 / 0.9901
repair buffers: 1 / 10.01 / 0.8801
Power is estimated from default activity; no workload was simulated.
